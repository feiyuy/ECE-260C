--- design/flow/design.v ---
 module quantizer(
    input   logic   [15:0]                                      diff_in,
    input   logic   [14:0]                                      step_size_in,
    input   logic                                               sign_in,
    output  logic   signed  [2:0]                               data_out,
    output  logic   signed  [16:0]                              diff_out
 );
    logic   signed  [16:0]                                  temp_result1;
    logic   signed  [16:0]                                  temp_result2;
    logic   signed  [16:0]                                  temp_result3;
    logic   [15:0]                                          temp_diff1;
    logic   [15:0]                                          temp_diff2;
    logic   [14:0]                                          temp_step1;
    logic   [14:0]                                          temp_step2;
    always_comb begin
        temp_result1                                    =   {5'b0, step_size_in[14:3]};
        if (diff_in >= step_size_in) begin
            data_out[2]                                 =   1;
            temp_diff1                                  =   diff_in - step_size_in;
            temp_result2                                =   temp_result1 + step_size_in;
        end
        else begin
            data_out[2]                                 =   0;
            temp_diff1                                  =   diff_in;
            temp_result2                                =   temp_result1;
        end
        temp_step1                                      =   {1'b0, step_size_in[14:1]};
        if (temp_diff1 >= temp_step1) begin
            data_out[1]                                 =   1;
            temp_diff2                                  =   temp_diff1 - temp_step1;
            temp_result3                                =   temp_result2 + temp_step1;
        end
        else begin
            data_out[1]                                 =   0;
            temp_diff2                                  =   temp_diff1;
            temp_result3                                =   temp_result2;
        end
        temp_step2                                      =   {1'b0, temp_step1[14:1]};
        if (temp_diff2 >= temp_step2) begin
            data_out[0]                                 =   1;
            diff_out                                    =   temp_result3 + temp_step2;
        end
        else begin
            data_out[0]                                 =   0;
            diff_out                                    =   temp_result3;
        end
    end
 endmodule
--- design/flow/run.sh ---
#!/bin/bash
# OpenROAD 26Q1-2900-gdf79404cd8, Yosys 0.63+post, stock flow scripts
make -C /OpenROAD-flow-scripts/flow DESIGN_CONFIG=/design/flow/config.mk WORK_HOME=/design/flow/orfs finish
--- design/flow/config.mk ---
export PLATFORM = sky130hd
export DESIGN_NAME = quantizer
export DESIGN_NICKNAME = quantizer
export VERILOG_FILES = /design/flow/design.v
export SDC_FILE = /design/flow/constraint.sdc
export NUM_CORES = 4
export LEC_CHECK = 1
export CORE_UTILIZATION = 40
--- design/flow/constraint.sdc ---
current_design quantizer

set clk_period 21.2
set clk_io_pct 0.2

create_clock -name clk0 -period $clk_period

set non_clock_inputs [all_inputs -no_clocks]
set_input_delay [expr $clk_period * $clk_io_pct] -clock clk0 $non_clock_inputs
set_output_delay [expr $clk_period * $clk_io_pct] -clock clk0 [all_outputs]
==> run notes <==
Results of the flow run.

The number of routed nets with antenna violations stands at 0. The ratio of final minimum period to clock period stands at 82.90%. The number of buffers inserted by post-CTS setup repair stands at 0. The area share of xor/xnor cells in the synthesized design stands at between 10% and 20%. The most critical hold endpoint after final layout shows a slack of 9932 ps. Across all setup checks in the final design, the least slack found is about 3600 ps. The via density per instance stands at around 5.6.

Per the run report, area growth between synthesis and finish was 13.89%. For reference, the top cells by count after synthesis are 81 x ha_1, 62 x a21oi_1, 48 x nand2_1, 46 x o21ai_0, 39 x nor2_1. After floorplanning, the core was divided into 38 placement rows. The number of top-level pins stands at ~52.

The chip area in the Yosys report stands at 4458 µm². Summing over the stages, the warning tally comes to 33. After legalization and detailed placement, the total HPWL measured just under 9000 µm. The flop count stands at 0. STA classifies the critical path endpoint as an output pin. The fraction of the core area covered by cells at the end of the flow stands at between 40 and 50%. The global-route wire length before repair stands at approximately 18000 µm. According to the floorplan report, the die height is 107.6 µm.

The area of the die stands at around 12000 µm². For this run the aggregate overflow at the end of global routing stands at 0. The number of pins with negative max-slew slack in the final report stands at 0.

The max capacitance violation total stands at 0. The static leakage stands at 0.002200 µW. STA lists the startpoint of the worst hold path as step_size_in[3]. The area fraction in and, or, nand and nor cells after synthesis stands at 17.93%. Looking at the max-slew report, the worst-margin pin has a slew of 752.1 ps. Counting the warning lines in the Yosys log gives 1. The number of detailed-route iterations in the first pass stands at 4. Counting stages on the worst path, the most repeated cell is o21ai_0. Yosys instantiated no cell more often than ha_1.

Yosys stat counts 603 cells in the synthesized netlist. The number of global-route vias before repair is 4072. Looking at area per cell type in the netlist, the leader is ha_1.

From the final report, the count of setup violators was given as 0. The minimum clock period after layout stands at about 18000 ps. The average wire length per cell after detail routing stands at 13.67 µm.

Summed over its instances, the top area cell type makes up 22.73% of the synthesized netlist area. Setup repair after global routing left no endpoint under its margin. Synthesis handed over a netlist of 603 instances.

At the worst endpoint, the required time is 16960 ps. The quantity of hold-fixing buffers added after cts stands at 0. Per the gpl log, the routability congestion estimate is 0.8822. The synthesized area stands at 4458 µm².

The post-synthesis compound-gate area fraction stands at 31.46%. Entering global routing, the biggest net connects 37 pins. The number of distinct library cells after synthesis stands at 63.

The post-cts sizing count stands at 0. In the final layout, flip-flops and latches occupy 0 µm². Looking at the hold checks, the worst path lands on diff_out[1]. In the global route stage, overall resource usage came out at 19.23%. The worst setup path is launched from an input pin.

The number of antenna violations at the first check in global routing stands at 0. For reference, full adder, half adder and majority cells occupy 24.98% of the area reported after synthesis. The share of cell area taken by muxes after synthesis stands at 10.08%. Power spread over the standard cell area amounts to 90.57 nW/µm². The synthesis run identifies the leading combinational cell family as AND-OR/OR-AND gates.

The tightest slew margin relative to the limit stands at 48.56%. The slowest stage of the critical path belongs to the cell clkdlybuf4s50_1. The critical path in this run is classified as input pin to output pin. Per the timing report, the achievable frequency comes out to 56.90 MHz. Antenna repair during routing inserted a diode count of 0. Input and output buffers added on the ports amount to 51. STA puts the critical path data arrival time at 13330 ps. In the Yosys report, the sequential cells make up 0% of the chip area. Setup slack on the worst path after placement came out at 3592 ps. Setup total negative slack on the finished layout was measured at 0 ps. In this design, the stage delay of the slowest critical-path cell is 620 ps. The effective utilization at floorplan stands at 41.12%. The largest fanout on the critical path stands at 36. By area the synthesized netlist is led by ha_1 23%, mux2_2 8.1%, xnor2_1 7.1%. A synthesized cell averages approximately 7.4 µm². In the final layout, the fill cell count is 1051.

The final route contains between 4000 and 5000 vias. The die is 107.6 µm wide. Counting the clock-network buffers in the layout gives 0. The number of DRC violations after detailed-routing iteration 0 stands at 151. The number of cells on the worst hold path is listed as 4.

In the post-route report, total wirelength is listed as 10700 µm. In this run the standard cell core region covers 10840 µm². The count of endpoints failing hold in the final timing report stands at 0. IR analysis of the VDD net gives a maximum drop of between 0.00007 and 0.00008 V.

The share of final-layout standard cells stronger than drive strength 1 stands at approximately 8%. In this run the worst hold path is classified as input pin to output pin. The number of remaining DRC errors stands at 0.

The flow ran to the end, and the final reports show no timing, DRC or antenna violations.
-- metal layers --
metal | wire length, µm | global-route usage (%) | vias up
li1 | - | - | 2352
met1 | 5671 | 28.78 | 1986
met2 | 4637 | 32.01 | 75
met3 | 296 | 0.3704 | 6
met4 | 99 | 1.761 | 0
met5 | 0 | 0 | -
-- cell families after synthesis --
logic type	after synthesis
compound gates	213
xor+xnor	55
fa+ha+maj	86
buf+inv	48
mux	39
simple gates	162
-- worst max path at each step --
stage | startpoint | endpoint | slack [ps] | cells past startpoint
after global routing | step_size_in[1] | diff_out[14] | 2930 | 32
after CTS | step_size_in[1] | diff_out[14] | 3580 | 32
final | step_size_in[1] | diff_out[14] | 3630 | 32
-- metrics by stage --
stage,power [µW],std cells,instance area (µm²)
final,459.9,783,5077
after CTS,461.6,783,5077
after global routing,515.9,783,5077
after global placement,454.6,783,5077
after floorplan,320.1,603,4458
after detailed placement,456.5,783,5077
-- cell usage in the layout (no fill, tap or decap), types with 5 or more instances in the layout --
master	instances
or3_1	5
o21ai_0	46
nor3_1	15
nand2_1	48
o211ai_1	7
a21oi_1	62
o31ai_1	6
xnor2_1	36
inv_1	35
nand4_1	6
o21bai_1	10
ha_1	81
nand2b_1	8
a211oi_1	12
a21o_1	15
o21a_1	15
clkdlybuf4s50_1	51
mux2_2	32
fa_1	5
nor2_1	39
nand3_1	12
nor2b_1	6
xor2_1	19
-- power breakdown --
part           switching [µW]  internal, µW  leakage (µW)
clock network               0             0             0
registers                   0             0             0
logic                     208           251       0.00220
-- area by class of cell --
| class | count | area (µm²) | share of cell area (%) |
|---|---|---|---|
| inverters | 36 | 137.6 | 2.711 |
| multi-input cells | 555 | 4247 | 83.64 |
| repair buffers | 52 | 518.0 | 10.20 |
| well taps | 140 | 175.2 | 3.450 |
-- critical path: cells and delay by family --
| kind | cells | cell delay, ps |
|---|---|---|
| adder cells (fa/ha/maj) | 4 | 1420 |
| buffers and inverters | 5 | 1750 |
| AND-OR/OR-AND | 17 | 4030 |
| XOR/XNOR | 1 | 140 |
| multiplexers | 2 | 730 |
| AND/OR/NAND/NOR | 3 | 990 |
Power figures rest on the tool's default switching activity, not on a simulated workload.
