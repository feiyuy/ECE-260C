==> ./design.v <==
module canonical_farrow(
  input                     clk,
                            reset,
  input        signed[15:0] mu,				 
  input        signed[15:0] dat_in,
  output logic signed[15:0] dat_out); 		 
  logic signed [15:0] muq;                  
  logic signed [15:0] dff[4];               
  logic signed [31:0] prod[4][4];           
  logic signed [15:0] coef[4][4];
  initial begin	 :set_coefs
    coef[0][0] = 16'b11_11010101010101;     
    coef[0][1] = 16'b00_10000000000000;	    
    coef[0][2] = 16'b11_10000000000000;	    
    coef[0][3] = 16'b00_00101010101011;	    
    coef[1][0] = 16'b00_10000000000000;	    
    coef[1][1] = 16'b11_00000000000000;	    
    coef[1][2] = 16'b00_10000000000000;	    
    coef[1][3] = 16'b00_00000000000000;     
    coef[2][0] = 16'b11_10101010101011;     
    coef[2][1] = 16'b11_10000000000000;     
    coef[2][2] = 16'b01_00000000000000;	    
    coef[2][3] = 16'b11_11010101010101;     
    coef[3][0] = 16'b00_00000000000000;     
    coef[3][1] = 16'b01_00000000000000;	    
    coef[3][2] = 16'b00_00000000000000;	    
    coef[3][3] = 16'b00_00000000000000;	    
  end : set_coefs
  logic signed[15:0] s[4];                  
  logic signed[15:0] sum;
  always_comb begin
    for(int i=0;i<4;i++)
	  for(int j=0;j<4;j++)
	    prod[i][j] = coef[i][j]*dff[j];
  end
  always_comb begin
    for(int j=0;j<4;j++) 
      s[j] = (prod[j][0]+prod[j][1]+prod[j][2]+prod[j][3])>>>14;
  end
  logic signed[31:0] p[3];
  always_comb begin 
	p[0] = muq*s[0];
	p[1] = muq*(s[1]+(p[0]>>>14));
	p[2] = muq*(s[2]+(p[1]>>>14)); 
	sum  =      s[3]+(p[2]>>>14); 
  end
  always @(posedge clk) begin
    muq     <= mu;
    dff[0]  <= dat_in;
    dff[1]  <= dff[0];
	dff[2]  <= dff[1];
	dff[3]  <= dff[2];
	dat_out <= sum;
  end
endmodule
==> ./run.sh <==
#!/bin/bash
# OpenROAD 26Q1-2900-gdf79404cd8, Yosys 0.63+post, stock flow scripts
make -C /OpenROAD-flow-scripts/flow DESIGN_CONFIG=/design/flow/config.mk WORK_HOME=/design/flow/orfs finish
==> ./config.mk <==
export PLATFORM = sky130hd
export DESIGN_NAME = canonical_farrow
export DESIGN_NICKNAME = canonical_farrow
export VERILOG_FILES = /design/flow/design.v
export SDC_FILE = /design/flow/constraint.sdc
export NUM_CORES = 4
export LEC_CHECK = 1
export CORE_UTILIZATION = 30
==> ./constraint.sdc <==
current_design canonical_farrow

set clk_period 47.6
set clk_io_pct 0.2

create_clock -name clk0 -period $clk_period [get_ports {clk}]

set non_clock_inputs [all_inputs -no_clocks]
set_input_delay [expr $clk_period * $clk_io_pct] -clock clk0 $non_clock_inputs
set_output_delay [expr $clk_period * $clk_io_pct] -clock clk0 [all_outputs]
==> Changelog: implementation <==
## Implementation

- Status: finished, final reports clean
- Most numerous cell in the Yosys netlist: inv_1
- Adder-cell share of the synthesized area: approximately two thirds
- Worst Hold Class: flip-flop to flip-flop
- Hold Buf Count CTS: 0
- Setup CP Type: flip-flop to flip-flop
- Hold path start: dff[1][6]
- Gpl congestion: 1.00
- Setup crit start: dff[0][1]
- Critical path data required time: between 40 and 50 ns
- OpenROAD warning count: ~52
- Setup-failing EPs final: 0
- Relative slew margins: roughly two fifths
- CTS tree: built
- Asr flop ratio synth: 0%
- Gate count after technology mapping: 6697
- Post-synth top cells: inv_1 (2076), fa_1 (1603), ha_1 (917), nand2_1 (536), and2_1 (343)
- Syn avg cell area: between 9 and 10 sq um
- Area share, top type: about 50%
- Horiz. Die Dim: between 400 and 500 um
- Die area: 218000 sq um
- Dominant kind of combinational cell: adder cells
- Setup crit end kind: flip-flop
- Ao+oa area frac: 3.70%
- CP Launch Type: flip-flop
- #FFs+latches synth: roughly 96
- Clock latency (worst-skew pair): 0.47 ns
- Setup total negative slack: 0 ns
- Share of cells above drive strength 1: about 2.6%
- Row count: 170
- Core Box Area: 215000 sq um
- First-pass GRT wire length: about 270000 um
- Post-Synth XOR/XNOR Area: under 10%
- Vias per cell: approximately 4.4
- Pin count of the biggest net entering global routing: approximately 48
- R2R setup slack: ~16 ns
- Worst r2r src: dff[0][1]
- Detail Route Antenna Nets: 0
- Worst-Margin Slew: between 0.9 and 1 ns
- Final WL: between 150000 and 200000 um
- Yosys warns: 5
- Register-to-Register Path Depth: roughly 110
- Post-synthesis chip area from yosys: 64700 sq um
- Cycle use final: roughly 67%
- Num Clock Sinks: ~96
- Synth unique cells: 75
- Final core occ: between 30% and 40%
- Capture point of the worst reg-to-reg path: dat_out[15]
- Postcts setup bufs: 0
- Mux share: 0.265%
- H-Tree Level Count: 3
- Worst-path fanout max: 16
- Vias post-DR: roughly 42000
- Number of CTS-inserted buffers: 9
- Clk buf depth: 2
- GR Util All Layers: 17.1%
- Synth-to-Final Area Change: 6.95%
- Final Hold Viols: 0
- Most frequent CP cell: fa_1
- Number of gates resized after CTS: 0
- Cells after DPL: ~9500
- Initial antenna violation count: 3
- Cell type with the largest total area: fa_1
- Clk root buf: clkbuf_16
- Min cycle time layout: 31.91 ns
- Top FF cell, synth: dfxtp_1
- Grt ovf: 0
- MaxCap Viol Count: 0
- Drt wl/cell: 17.5 um
- FMAX: ~31 MHz
- Crit path to: dat_out[15]
- Mapped Area: 64700 sq um
- Number of I/O pins: 50
- Dpl hpwl: roughly 140000 um
- Crit path DAT: between 30 and 40 ns
- Die span in y: 467 um
- Yosys simple share: a little under a tenth
- IO buf count: roughly 48
- Fp_density: a little under a third
- Top cells by area: fa_1 (50%), ha_1 (18%), inv_1 (12%), and2_1 (3.3%), nand2_1 (3.1%)
- EDFF count, synth: 0
- Post-Layout Cell Count: between 9000 and 10000
- Vias in the first global route: between 40000 and 50000
- TritonRoute pass-1 iters: 5
- Ys cells: ~6700
- # DRC: 0
- Slew Limit Fails: 0
- Clock Skew: ~0.026 ns
- Slowest library cell on the worst path: fa_1
- DRT iter0 DRCs: about 1300
- RSZ-0062 raised after global routing: no
- Crit-path max cell delay: about 1.1 ns
- Seq/Total Area, Yosys: under 10%
- Clk slew on worst S/H paths: 0.11 ns
state kept, by name, summed over array words and instances, names as in the netlist:
| signal | flops |
|---|---|
| muq | 16 |
| dat_out | 16 |
| dff | 64 |
logic make-up (layout without fill, tap and decap cells):
kind of cell,after synthesis,count (layout)
other cells,0,1
mux,16,16
fa+ha+maj,2520,2520
flops,96,96
compound gates,346,346
buf+inv,2242,2244
simple gates,1209,1209
xor+xnor,268,268
cell type report:
type,instances,area [sq um]
repair buffers,153,1270
clock buffers,11,233
flip-flops and latches,96,1940
fillers,21507,145000
inverters,2076,7790
clock inverters,4,55.1
well taps,2838,3550
diodes,1,2.50
multi-input cells,4359,54400
through the flow:
step | hold WS [ns] | area, sq um | setup WS, ns
4_1_cts | 0.412 | 69200 | 15.59
3_3_place_gp | 0.388 | 69000 | 15.84
2_1_floorplan | 0.368 | 64700 | 18.86
6_report | 0.407 | 69200 | 15.69
3_5_place_dp | 0.389 | 69000 | 15.74
5_1_grt | 0.415 | 69200 | 13.93
placed cells by master, fill, tap and decap left out, types with 51 or more instances in the layout:
cell type / count
inv_1: 2076
fa_1: 1603
ha_1: 917
nand2_1: 536
and2_1: 343
xnor2_1: 214
nor2_1: 124
buf_4: 105
a21oi_1: 94
dfxtp_1: 78
o21ai_0: 51
layer usage:
| metal | track usage (%) | routed length (um) | vias to the layer above | part of all wire [%] |
|---|---|---|---|---|
| met5 | 0 | 23 | - | 0.014 |
| met4 | 2.89 | 3680 | 4 | 2.2 |
| met3 | 7.85 | 17800 | 142 | 11 |
| met2 | 26.7 | 78100 | 1330 | 47 |
| met1 | 22.7 | 67600 | 21290 | 40 |
| li1 | - | - | 19526 | - |
how the worst min path moves through the flow:
stage         depth (start not counted)         to  slack (ns)
finish                                0  dff[2][6]        0.41
CTS                                   0  dff[2][6]        0.41
global route                          0  dff[2][3]        0.42
critical path, delay by kind of cell (launching register included):
| family | cells | cell delay, ns |
|---|---|---|
| simple gates | 16 | 2.35 |
| mux | 1 | 0.40 |
| compound gates | 31 | 7.73 |
| buf+inv | 21 | 2.41 |
| flops | 1 | 0.31 |
| fa+ha+maj | 34 | 16.52 |
| xor+xnor | 11 | 1.97 |
